### flow/config.mk
export PLATFORM = sky130hd
export DESIGN_NAME = led7
export DESIGN_NICKNAME = led7
export VERILOG_FILES = /design/flow/design.v
export SDC_FILE = /design/flow/constraint.sdc
export NUM_CORES = 4
export LEC_CHECK = 1
export CORE_AREA = 10 10 70 70
export DIE_AREA = 0 0 80 80
### flow/constraint.sdc
current_design led7

set clk_period 1.2
set clk_io_pct 0.2

create_clock -name clk0 -period $clk_period

set non_clock_inputs [all_inputs -no_clocks]
set_input_delay [expr $clk_period * $clk_io_pct] -clock clk0 $non_clock_inputs
set_output_delay [expr $clk_period * $clk_io_pct] -clock clk0 [all_outputs]
### flow/design.v
module led7 (in, out);
	input [3:0] in;
	output reg [6:0] out;
	always @ (in) begin
		case(in)
			1: out = 7'b0000110;
			2: out = 7'b1011011;
			3: out = 7'b1001111;
			4: out = 7'b1100110;
			5: out = 7'b1101101;
			6: out = 7'b1111101;
			7: out = 7'b0000111;
			8: out = 7'b1111111;
			9: out = 7'b1101111;
			default: out = 7'b0111111;
		endcase
	end 
endmodule
### flow/run.sh
#!/bin/bash
# OpenROAD 26Q1-2900-gdf79404cd8, Yosys 0.63+post, stock flow scripts
make -C /OpenROAD-flow-scripts/flow DESIGN_CONFIG=/design/flow/config.mk WORK_HOME=/design/flow/orfs finish
==> reports/metrics.yaml <==
flow_run:
  warnings: 39
  cap_violations: 0
synth:
  yosys.area.top_type_share_pct: 37.5
  synth_top_cell_by_area: "ha_1"
  ys_seq_share_pct: 0
  syn-instance-count: 26
  topCellsByArea: "ha_1 (38%), nand2b_1 (13%), a21o_1 (7.5%), a2bb2oi_2 (7.5%), nand2b_4 (6.9%)"
  syn_area_um2: 200
  synth_warnings: 1
  avgSynthCellArea_um2: 7.70
  synth.distinct_cells: 12
  yosys-stat-cells: 26
  yosysChipArea_um2: 200
critical_path:
  cpPeakStageDelay_ns: 0.15
  critPathLaunchType: "primary input"
  arrival_ns: 1.00
  path_max_fanout: 2
  crit_required_ns: 0.96
  cpMostUsedCell: "buf_6"
  worst_path_max_delay_cell: "ha_4"
  path_cells: "buf_8, buf_6, buf_6, ha_4, nand2b_4, nand3_2, buf_2"
  worstSetupEndpointType: "output pin"
  cp-endpoint: "out[5]"
  critical_path_class: "in2out"
  startpoint: "in[0]"
outcome:
  outcome: "finished, violations left"
  violations: "negative setup slack"
die:
  core-area_mm2: 0.00342
  die-width_um: 80
  fp-row-count: 21
  pin_count: 11
  dieArea_mm2: 0.00640
  fp_util_pct: 5.86
  die_h_um: 80
place:
  place_inst: 87
  io_buffers: 11
  place_ws_ns: -0.893
  dp_hpwl_um: 615
  place.gp.congestion: 0.729
global_route:
  grt_pass1_vias: 275
  overflow: 0
  grt_usage_pct: 2.56
  grt_pass1_wl_um: 1370
  antenna_found_initial: 0
  grt_start_max_net_pins: 10
timing:
  final.setup.worst_slack_ns: -0.0420
  fin_crit_sh_pct: 103
  rsz0062_at_grt: "true"
  tightest_slew_ns: 0.259
  finalHoldViolations: 0
  drv_slew: 0
  setup_viol: 4
  fin_crit_ns: 1.24
  fmax_ghz: 0.805
  slew_headroom_pct: 82.6
min_path:
  hp-class: "in2out"
layout:
  n_sequential_cell: 0
  layoutNonFillerInstCount: 90
  n_clock_buffer: 0
  fin_util_pct: 15.3
  syn2layout_area_growth_pct: 161
  layout-drive-gt1-share_pct: 81.8
  seq_area_um2: 0
detailed_routing:
  n_antenna_cell: 0
  first_pass_iters: 4
  drtAntennaViolNets: 0
  drc: 0
  viasPerCell: 2.72
  vias: 245
  wl_per_cell_um: 9.21
  drt_iter0_drc: 15
  detail_route.wirelength_um: 829
cts:
  postCtsHoldBufs: 0
power:
  power.leakage_uw: 0.000214
  ir_drop_uv: 63.3
  power_density_mw_per_mm2: 307
==> kinds of logic (layout without fill, tap and decap cells) <==
logic type | count (synthesis) | count (layout) | share of synthesized area, %
simple gates | 11 | 11 | 31.9
fa+ha+maj | 6 | 6 | 37.5
compound gates | 4 | 4 | 18.1
buf+inv | 4 | 22 | 8.12
xor+xnor | 1 | 1 | 4.38
==> how the worst min path moves through the flow <==
stage	start	to	slack [ns]	cells after the start
CTS	in[3]	out[3]	0.91	4
global route	in[2]	out[1]	0.88	3
finish	in[2]	out[1]	0.85	3
==> per-stage QoR <==
step | TNS, ns | instance area, µm² | total power (µW) | hold slack [ns]
floorplan | 0 | 200 | 40.6 | 0.505
finish | -0.131 | 522 | 160 | 0.846
global route | -0.294 | 522 | 174 | 0.877
detailed placement | -5.52 | 400 | 111 | 1.64
global placement | -5.41 | 400 | 106 | 1.60
CTS | -0.112 | 524 | 152 | 0.905
==> power breakdown <==
group | internal (µW) | total (µW) | switching [µW]
registers | 0 | 0 | 0
logic | 92.0 | 160 | 68.0
clock network | 0 | 0 | 0
==> synth_stat cells (all sizes together) <==
master / instances
buf: 1
inv: 3
nand3: 2
nand2b: 5
o22ai: 1
ha: 6
xnor2: 1
nand2: 2
nor2: 2
a2bb2oi: 1
a21o: 2
==> repair_timing <==
action,in CTS,in global routing
hold endpoints to repair,0,0
pin swaps,8,1
gates resized,67,6
setup buffers,4,0
setup endpoints to repair,7,7
==> cell type report <==
cell class / instances / area, µm²
Inverter: 3 / 21.3
Timing Repair Buffer: 19 / 153
Fill cell: 387 / 2890
Tap cell: 46 / 57.6
Multi-Input combinational cell: 22 / 290
==> worst max-delay path, delay by kind of cell <==
kind                     cells  cell delay [ns]
buffers and inverters        4             0.42
AND/OR/NAND/NOR              2             0.19
adder cells (fa/ha/maj)      1             0.15
==> per-layer routing <==
metal	vias up	routed length [µm]	GRT usage (%)	share of wire (%)
met5	-	0	0	0
met4	0	0	0	0
met1	113	406	3.56	49
met2	11	274	3.13	33
li1	121	-	-	-
met3	0	148	2.05	18
==> cell usage in the layout, fill, tap and decap left out, drive strengths merged <==
master / netlist / layout
a2bb2oi: 1 / 1
a21o: 2 / 2
xnor2: 1 / 1
o22ai: 1 / 1
nand2b: 5 / 5
nor2: 2 / 2
ha: 6 / 6
inv: 3 / 3
buf: 1 / 15
nand2: 2 / 2
nand3: 2 / 2
clkbuf: 0 / 4
Power figures rest on the tool's default switching activity, not on a simulated workload.
