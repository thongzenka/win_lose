===== /design/flow/design.v =====
module count (clk, count1, count2, count3);
	input clk;
	output reg [3:0] count1 = 4'b0, count2 = 4'b0, count3 = 4'b0;
	reg [31:0] cnt1 = 0, cnt2 = 0, cnt3 = 0;
	parameter[31:0] c_cnt1 = 250000, c_cnt2 = 200000, c_cnt3 = 150000;
	always @ (posedge clk)
		begin
			if (count1 != 10) begin
			if (cnt1 == c_cnt1 - 1)
				begin
					count1 <= count1 + 1;
					cnt1 <= 0;
				end
			else
				cnt1 <= cnt1 + 1;
			end
			else count1 <= 0;
			if (count2 != 10) begin
			if (cnt2 == c_cnt2 - 1)
				begin
					count2 <= count2 + 1;
					cnt2 <= 0;
				end
			else
				cnt2 <= cnt2 + 1;
			end
			else count2 <= 0;
			if (count3 != 10) begin
			if (cnt3 == c_cnt3 - 1)
				begin
					count3 <= count3 + 1;
					cnt3 <= 0;
				end
			else
				cnt3 <= cnt3 + 1;
			end
			else count3 <= 0;	
		end
endmodule 
module mode2 (in, out1, out2, out3);
	input in;
	output [3:0] out1, out2, out3;
	count AAA (in, out1, out2, out3);
endmodule 

===== /design/flow/run.sh =====
#!/bin/bash
# OpenROAD 26Q1-2900-gdf79404cd8, Yosys 0.63+post, stock flow scripts
make -C /OpenROAD-flow-scripts/flow DESIGN_CONFIG=/design/flow/config.mk WORK_HOME=/design/flow/orfs finish

===== /design/flow/config.mk =====
export PLATFORM = sky130hd
export DESIGN_NAME = mode2
export DESIGN_NICKNAME = mode2
export VERILOG_FILES = /design/flow/design.v
export SDC_FILE = /design/flow/constraint.sdc
export NUM_CORES = 4
export LEC_CHECK = 1
export CORE_UTILIZATION = 30

===== /design/flow/constraint.sdc =====
current_design mode2

set clk_period 5.7
set clk_io_pct 0.2

create_clock -name clk0 -period $clk_period [get_ports {in}]

set non_clock_inputs [all_inputs -no_clocks]
set_input_delay [expr $clk_period * $clk_io_pct] -clock clk0 $non_clock_inputs
set_output_delay [expr $clk_period * $clk_io_pct] -clock clk0 [all_outputs]

==> results.sh <==
# flow metrics
export IMPL_overflow=0
export IMPL_cts_tree="yes"
export IMPL_p_leak_nw=2.37
export IMPL_synth_avg_cell_area_um2=10.9
export IMPL_insertedDiodeCount=0
export IMPL_post_cts_buffers=0
export IMPL_fill_cells=1876
export IMPL_p_switching_mw=0.282
export IMPL_layout_top_cell="edfxtp_1"
export IMPL_ys_area_mm2=0.00597
export IMPL_ys_cells=547
export IMPL_clk_pin_slew_worst_paths_ns=0.08
export IMPL_place_inst=814
export IMPL_hold_slack_ns=0.507
export IMPL_cp_slowest_cell="clkdlybuf4s50_1"
export IMPL_grt_max_degree=33
export IMPL_path_cells="clkdlybuf4s50_1"
export IMPL_log_warning_count=28
export IMPL_gp_congestion=0.846
export IMPL_cp_end_kind="output port"
export IMPL_vias=4253
export IMPL_io_buffer_count=12
export IMPL_root_buffer="clkbuf_16"
export IMPL_outcome="completed"
export IMPL_setup_violations=0
export IMPL_core_mm2=0.0195
export IMPL_cp_slowest_stage_delay_ns=0.49
export IMPL_ant_nets=0
export IMPL_hold_viol=0
export IMPL_min_path_type="flip-flop to flip-flop"
export IMPL_path_max_fanout=6
export IMPL_synth_flops=108
export IMPL_ys_seq_frac=0.523
export IMPL_p_per_area_mw_per_mm2=221
export IMPL_crit_family="buffers and inverters"
export IMPL_finClkSkew_ns=0.00908
export IMPL_synthCells=547
export IMPL_dpl_hpwl_um=7560
export IMPL_crit_required_ns=4.56
export IMPL_synthToLayoutAreaGrowth_pct=11.8
export IMPL_ctsHoldBuffers=0
export IMPL_layout_drive_gt1_share=0.0637
export IMPL_drc=0
export IMPL_final_instance_count_excl_fill=830
export IMPL_cap_viol_max_count=0
export IMPL_clkSinkCount=108
export IMPL_lay_top_cells="edfxtp_1, nand3_1, nand2_1"
export IMPL_fin_crit_ns=2.39
export IMPL_clock_power_share=0.424
export IMPL_comb_power_share=0
export IMPL_finalCritPeriodShare=0.420
export IMPL_edf_count=96
export IMPL_grt_pass1_vias=3938
export IMPL_async_flop_share=0
export IMPL_fp_dieH_um=143
export IMPL_p_total_mw=1.47
export IMPL_synth_cell_type_count=47
export IMPL_worstMarginPinSlew_ns=1.04
export IMPL_cp_data_arrival_time_ns=1.25
export IMPL_dieArea_mm2=0.0205
export IMPL_clockBufferDepth=2
export IMPL_timing_rr_start="AAA.cnt1[0]$_SDFFCE_PN0P_"
export IMPL_timing_worst_setup_path_type="flip-flop to output port"
export IMPL_post_drt_wl_per_cell_um=13.2
export IMPL_seqPwrFrac=0.576
export IMPL_io_pins=13
export IMPL_rows=51
export IMPL_rsz0062_at_grt="no"
export IMPL_drt_initial_drc_count=242
export IMPL_slew_headroom=0.301
export IMPL_ys_flop_type="edfxtp_1"
export IMPL_fmax_mhz=418
export IMPL_syn_area_mm2=0.00597
export IMPL_antenna_found_initial=0
export IMPL_routed_via_density=5.12
export IMPL_drt_wl_total_um=11000
export IMPL_ir_drop_v=0.000131
export IMPL_grtUsageTotal=0.118
export IMPL_grt_pass1_wl_um=18800
export IMPL_slew_viol_final=0
export IMPL_fp_utilization=0.307
export IMPL_clk_latency_ns=0.35
export IMPL_crit_start="AAA.count3[0]$_SDFFE_PN0N_"
export IMPL_firstDrtPassIters=5
export IMPL_switching_share=0.192
export IMPL_ys_warn_count=1
export IMPL_internal_power_mw=1.19
export IMPL_cp_num_buf_inv=1
export IMPL_finalSetupTns_ns=0
export IMPL_hp_start="AAA.count2[3]$_SDFFE_PN0N_"
export IMPL_cts_resized=0
export IMPL_cp_start_kind="flip-flop"
export IMPL_htree_levels=3
export IMPL_cts_buffers=9
export IMPL_die_w_um=143
cell usage after synthesis, drive strengths merged (4+ instances only):
master  number  share of area
edfxtp      96           0.48
nand3       41          0.034
nand2       40          0.025
nor4        39          0.048
xnor2       39          0.057
xor2        39          0.057
nand4       32          0.036
nor2        29          0.018
nor3        24          0.020
and4        20          0.030
inv         20          0.013
a21oi       15          0.013
or3         13          0.014
clkbuf      12         0.0078
dfxtp       12          0.040
o21ai       12          0.010
ha           9          0.019
and2         8         0.0084
and3         6         0.0063
nor4b        6         0.0088
or4          5         0.0075
mux2i        4         0.0067
sequential cells by signal, summed over array words and instances (netlist names):
name and count:
AAA.count2 4, AAA.count1 4, AAA.cnt2 32, AAA.count3 4, AAA.cnt3 32, AAA.cnt1 32
through the flow:
stage / cell area, um^2 / util / worst slack [ns]
2_1_floorplan: 5970 / - / 3.62
3_3_place_gp: 6370 / 0.328 / 3.43
3_5_place_dp: 6370 / 0.328 / 3.42
4_1_cts: 6670 / 0.343 / 3.28
5_1_grt: 6670 / 0.343 / 3.17
6_report: 6670 / 0.343 / 3.31
power by group through the flow:
stage                 sequential [mW]  clock (mW)  combinational (mW)
after global routing            0.847       0.673          0.00000102
after CTS                       0.847       0.644          0.00000102
final                           0.847       0.623          0.00000102
metal layers:
metal  global-route usage  vias up  wire (um)
met5                    0        -          0
met1                0.187     2013       5520
met4               0.0108        0        108
li1                     -     2108          -
met3               0.0406       11        685
met2                0.167      121       4660
worst reg2reg max path, cell delays in order (launching register included):
cell,delay [ns]
edfxtp_1,0.40
ha_1,0.25
nand4_1,0.19
nor4_1,0.92
a31o_2,0.27
a21oi_1,0.07
final timing paths:
kind                                      to  slack [ns]  cells past startpoint
hold reg to reg   AAA.count2[3]$_SDFFE_PN0N_        0.51                      2
setup / recovery                     out3[0]        3.31                      1
setup reg to reg  AAA.cnt1[16]$_SDFFCE_PN0P_        3.35                      5
hold / removal    AAA.count2[3]$_SDFFE_PN0N_        0.51                      2
cell families after synthesis:
family,synth area share
AND/OR/NAND/NOR,0.270
flip-flops,0.523
AND-OR/OR-AND,0.0363
multiplexers,0.0124
adder cells (fa/ha/maj),0.0189
XOR/XNOR,0.115
buffers and inverters,0.0247
cell type report:
type	instances	area [um^2]	area share
timing repair buffer	16	150	0.0225
sequential	108	3120	0.468
multi-input combinational	405	2700	0.404
clock inverter	6	63.8	0.00957
inverter	20	75.1	0.0113
tap	265	332	0.0497
clock buffer	10	229	0.0343
Power and IR drop assume default switching activity.
