**config.mk**
```make
export PLATFORM = sky130hd
export DESIGN_NAME = win_lose
export DESIGN_NICKNAME = win_lose
export VERILOG_FILES = /design/flow/design.v
export SDC_FILE = /design/flow/constraint.sdc
export NUM_CORES = 4
export LEC_CHECK = 1
export CORE_AREA = 10 10 70 70
export DIE_AREA = 0 0 80 80
```
**constraint.sdc**
```tcl
current_design win_lose

set clk_period 2.3
set clk_io_pct 0.2

create_clock -name clk0 -period $clk_period

set non_clock_inputs [all_inputs -no_clocks]
set_input_delay [expr $clk_period * $clk_io_pct] -clock clk0 $non_clock_inputs
set_output_delay [expr $clk_period * $clk_io_pct] -clock clk0 [all_outputs]
```
**design.v**
```verilog
module win_lose (inc1, inc2, inc3, sign01, sign02, sign03);
	input [3:0] inc1, inc2, inc3;
	output reg [6:0] sign01, sign02, sign03;
	always @ (inc1, inc2, inc3) begin
		if ((inc1 == inc2) && (inc2 == inc3) && (inc3 == inc1)) begin
			sign01 = 7'b0000001;
			sign02 = 7'b0011100;
			sign03 = 7'b0000001;
			end
		else begin
			sign01 = 7'b0000001;
			sign02 = 7'b1010100;
			sign03 = 7'b0000001;
			end
	end
endmodule
```
**run.sh**
```bash
#!/bin/bash
# OpenROAD 26Q1-2900-gdf79404cd8, Yosys 0.63+post, stock flow scripts
make -C /OpenROAD-flow-scripts/flow DESIGN_CONFIG=/design/flow/config.mk WORK_HOME=/design/flow/orfs finish
```
==> impl_metrics.tcl <==
# metrics dict for downstream scripts
set metrics [dict create \
    status "complete, no violations" \
    crit_fanout 2 \
    grt_pass1_vias 220 \
    die_x_um 80 \
    syn2layout_area_growth_pct 52.20 \
    ir_drop_uv 9.442 \
    wirelength_um 685 \
    max_freq_ghz 0.4554 \
    synth_cells 32 \
    p_per_area_mw_per_mm2 77.16 \
    start_kind "input pin" \
    clock_buffer_count 0 \
    yosys_warnings 1 \
    grt.total_usage_pct 1.662 \
    drc 0 \
    grt-ovfl-total 0 \
    core_area_mm2 0.003416 \
    dp_hpwl_um 676 \
    critical_path.endpoint_type "output port" \
    crit_required_ns 1.84 \
    setup_viol 0 \
    period_used_pct 95.47 \
    hp-class "input pin to output port" \
    vias 201 \
    tool_warnings 32 \
    wire_per_inst_um 7.446 \
    ioPinCount 33 \
    seq_area_um2 0 \
    rsz0062_at_grt "no" \
    final_antenna_net_count 0 \
    top_cell_area_share_pct 62.64 \
    slowest_delay_ns 0.37 \
    netlist.top_cell.by_area "buf_4" \
    antenna_found_initial 1 \
    seq_cells 0 \
    yosysChipArea_um2 227.7 \
    hold_viol_final 0 \
    port_buffers 14 \
    finalMaxSlewViolations 0 \
    area_leaders "buf_4 (63%), a22oi_2 (5.5%), and3_1 (5.5%)" \
    path_cells "dlygate4sd2_1, or3_1, a22oi_2, buf_4, o221a_1, dlygate4sd2_1" \
    fp_util_pct 6.667 \
    fp.dieH_um 80 \
    drv_cap 0 \
    dieArea_mm2 0.006400 \
    place.gp.congestion 0.7680 \
    cp_slowest_cell "or3_1" \
    rows 21 \
    cpMostUsedCell "dlygate4sd2_1" \
    placed_cells 90 \
    grt_pass1_wl_um 890 \
    p_leak_uw 0.0001603 \
    ys_seq_share_pct 0 \
    finalNonFillerCells 92 \
    hold_ws_ns 1.558 \
    critPathArrivalTime_ns 1.74 \
    synthDistinctLibCells 9 \
    drtPass1Iterations 2 \
    avgViaCountPerCell 2.185 \
    synth_area_um2 227.7 \
    drive_above_1_share_pct 4.444 \
    post-route-util_pct 10.15 \
    crit_type "input pin to output port" \
    final_common_cell "conb_1" \
    mostFrequentLayoutCells "conb_1 (19), dlygate4sd2_1 (8), clkdlybuf4s50_1 (6)" \
    period_needed_ns 2.196 \
    syn_area_per_cell_um2 7.116 \
    yosysCellCount 32 \
    first_iter_violations 1 \
    grt_max_degree 3 \
]
[repair_timing]
| item | in CTS | in global routing |
|---|---|---|
| setup buffers | 1 | 0 |
| endpoints found under the setup margin | 2 | 0 |
| resized | 8 | 0 |
| hold buffers | 0 | 0 |
[area by class of cell]
| type | instances | area (um^2) |
|---|---|---|
| Multi-Input combinational cell | 30 | 148.9 |
| Timing Repair Buffer | 15 | 137.6 |
| Tap cell | 46 | 57.56 |
| Antenna cell | 1 | 2.502 |
| Fill cell | 421 | 3069 |
[kinds of logic (layout without fill, tap and decap cells)]
| group | after synthesis | count (layout) | share of synthesized area [%] |
|---|---|---|---|
| other | 2 | 20 | 3.298 |
| AND-OR/OR-AND | 3 | 3 | 14.29 |
| buffers and inverters | 19 | 15 | 62.64 |
| AND/OR/NAND/NOR | 8 | 8 | 19.78 |
[worst max-delay path, delay by kind of cell]
| family | cells | cell delay [ns] |
|---|---|---|
| compound gates | 2 | 0.33 |
| buf+inv | 3 | 0.56 |
| simple gates | 1 | 0.37 |
[report_power, final]
group / switching (uW) / internal, uW / total [uW]
clock network: 0 / 0.0000581 / 0.0000581
registers: 0 / 0 / 0
logic: 9.06 / 17.7 / 26.7
total: 9.06 / 17.7 / 26.7
[per-layer routing]
metal | part of all wire, % | GRT usage (%) | wire length, um | vias up
met5 | 0 | 0 | 0 | -
met4 | 0 | 0 | 0 | 0
met3 | 8.9 | 0.6818 | 61 | 0
met2 | 46 | 3.210 | 313 | 18
met1 | 45 | 1.714 | 310 | 82
li1 | - | - | - | 101
[cells in the mapped netlist]
| cell type | n |
|---|---|
| a22oi_2 | 1 |
| and3_1 | 2 |
| buf_4 | 19 |
| conb_1 | 2 |
| nand3_1 | 2 |
| nor3_1 | 2 |
| o221a_1 | 1 |
| o221ai_1 | 1 |
| or3_1 | 2 |
[final timing paths]
| check | start | to | slack (ns) | cells after the start |
|---|---|---|---|---|
| max | inc3[0] | sign02[3] | 0.10 | 6 |
| min | inc2[2] | sign02[6] | 1.56 | 5 |
[metrics by stage]
step,total power (uW),instance area (um^2),setup TNS [ns],worst slack [ns]
floorplan,28.15,291.5,0,0.6637
global placement,30.93,346.6,-0.5339,-0.3105
detailed placement,30.98,346.6,-0.5407,-0.3128
CTS,28.05,344.1,0,0.07948
global route,30.27,346.6,0,0.02434
finish,26.74,346.6,0,0.1042
Power figures rest on the tool's default switching activity, not on a simulated workload.
